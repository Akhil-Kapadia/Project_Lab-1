==> /design/flow/design.v <==
module sevenSeg(
	input clk,
	output reg [3:0] an,
	output reg [6:0] seg,
	input [1:0] MSM,
	input [2:0] color,
	input [3:0] IR
);
reg [18:0] count;
always @ (posedge clk)
	count = count + 1;
wire [1:0] refresh;
assign refresh = count[18:17]; 
reg [1:0] last;
always @ (posedge clk)
begin
last <= instruction;
	case(IR)
	~4'b0001: instruction[1:0] <= 2'b00;		 
	~4'b0010: instruction[1:0] <= 2'b01;		 
	~4'b0100: instruction[1:0] <= 2'b10;		 
	~4'b1000: instruction[1:0] <= 2'b11;        
	default: instruction[1:0] <= last;
	endcase
end
reg [1:0] instruction;
always @(*)
begin
	case(refresh)
	2'b00:	begin  
				an = 4'b0111;
				case(color)
				3'b001: seg = 7'b0000011;	 
				3'b010: seg = 7'b0000010;	 
				3'b100: seg = 7'b0101111;	 
				default: seg = 7'b0101011;	 
				endcase
			end
	2'b01:  begin  
				an = 4'b1011;
                case(instruction)
				2'b00: seg <= 7'b1000000;	 
				2'b01: seg <= 7'b1111001;	 
				2'b10: seg <= 7'b0100100;	 
				2'b11: seg <= 7'b0110000;	 
				default: seg <= seg;
                endcase
			end
	2'b10:  begin  
				an = 4'b1101;
				seg = (MSM == 2) ? 7'b0001100 :
					  (MSM == 3) ? 7'b0100001 : 7'b0111111;
			end
	2'b11:  begin  
				an = 4'b1110;
				case(MSM)
				0: seg = 7'b1000000;
				1: seg = 7'b1111001;
				2: seg = 7'b0100100;
				3: seg = 7'b0110000;
				default: seg = 7'b1111111;
				endcase
			end
	endcase
end
endmodule
module Distance_sensor(
    input clk,
    input [3:0] DIS,
	output [1:0] proximity,
    output [1:0] dist_state
);
assign dist_state[0] = &DIS[1:0];
assign dist_state[1] = &DIS[3:2];
wire [1:0] prox;
reg [1:0] proximity_last;
assign prox[0] = &DIS[1:0];
assign prox[1] = &DIS[3:2];
always @ (posedge clk)
begin
	proximity_last[0] <= prox[0];
	proximity_last[1] <= prox[1];
end
assign proximity[0] = prox[0] & ~proximity_last[0];
assign proximity[1] = prox[1] & ~proximity_last[1];
endmodule
module IPS_sensors(
input clk,
input [2:0] IPS,
output [3:0] IN
);
reg [3:0] IN_Last;
assign IN[3:0] = (~IPS[1]) ? 4'b1001 : 				         
				 (~IPS[2]) ? 4'b1010 :				         
				 (~IPS[0]) ? 4'b0101 : IN_Last;	   			 
always @ (posedge clk)
	IN_Last <= IN;
endmodule
module IR_instructions(
	input clk,
	input [3:0] IR,
	input [2:0] color,
	output reg [1:0] IR_state
);
reg [1:0] last;
reg [1:0] instruction;
always @ (posedge clk)
begin
    last <= instruction;
	case(IR)
		~4'b0001: instruction[1:0] <= 2'b00;		 
		~4'b0010: instruction[1:0] <= 2'b01;		 
		~4'b0100: instruction[1:0] <= 2'b10;		 
		~4'b1000: instruction[1:0] <= 2'b11;		 
		default: instruction[1:0] <= last;
	endcase
	IR_state[1] <= (instruction[1:0] != 2'b00);
	case(instruction)
		2'b00: IR_state <= 2'b00;		 
		2'b01: IR_state[0] <= (color[2] || color[0]);	 
		2'b10: IR_state[0] <= (color[2] || color[1]);	 
		2'b11: IR_state[0] <= (color[0] || color[1]);	 
		default: IR_state <= IR_state;
	endcase
end
endmodule 
module mainStateMachine(
input clk,
input sw_ON,
input pulse,
input [1:0] dist_state,
input [1:0] proximity,
input [1:0] IR_state,
input servo_done,
output reg servo_state,
output reg servo_EN,
output [1:0] EN,
output reg [1:0] state
);
reg enable;
reg move;
initial state <= 0;
initial move <= 0;
assign EN[1:0] = (enable) ? {2{pulse}} : 0;
always @ (posedge clk)
begin
	case(state)
		0:  
		begin
			enable <= (sw_ON && IR_state[1]);	 
			servo_EN <= 0;
		end
		1: 
		begin
			enable <= 0;	 
			servo_EN <= 0;
			case(dist_state[1:0])
			2'b01 :	state <= (IR_state[0]) ? 2 : 0;
			2'b10 :	state <= 3;
			default : state <= 0;
			endcase 
		end
		2: 
		begin
			enable <= 0;	 
			servo_EN <= 1;
			servo_state <= 1;	 
		end
		3: 
		begin
			enable <= 0;	 
			servo_EN <= 1;
			servo_state <= 0;	 
		end
		default:  
		begin
			enable <= 0;	 
			servo_EN <= 0;
		end
	endcase
	if(servo_done)	 
		state <= 0;
	if(|proximity[1:0])	 
		state <= 1;
	end
endmodule
module calc_perc   
(
     input clk,
     input reset,
     input [18:0] numerator,
     input [18:0] denominator,
     input enable,
     output reg done = 0,
     output reg [7:0] percent = 0
);
     reg [7:0] final_per = 0;
     reg [1:0] state = 0;
     reg [23:0] sum = 0;
     parameter start       = 0,
               calculating = 1,
               finish      = 2;
     always @ (posedge clk)
          if(reset || ~enable) begin
               state = 0;
               sum = 0;
               done = 0;
               final_per = 0;
               percent = 0;
          end
          else
          case(state)
               start:
                    if(enable && denominator >= 0) begin
                         sum = numerator * 100 + denominator / 2;
                         state = calculating;
                    end
               calculating:
                    if(sum >= denominator) begin
                         sum = sum - denominator;
                         final_per = final_per + 1;
                         state = calculating;
                    end
                    else state = finish;
               finish:
               begin
                    percent = final_per;
                    done = 1;
               end
          endcase
endmodule
module freq_counter(
input clk,
input freq,
output reg [18:0] frequency,
output reg diode_change
);
wire risingEdge;
reg freq_last;
reg [18:0] count;
reg start_count;
reg [18:0] out;
initial begin
frequency <= 1;
out <= 0;
count <= 0;
diode_change <=0;
start_count <= 0;
end
always @ (posedge clk)
	freq_last <= freq;
assign risingEdge = freq & ~freq_last;
always @ (posedge clk)
begin
	if (risingEdge)
	begin
		frequency <= (count>0) ? count : frequency;
		count <= 0;
		diode_change <= start_count;
		start_count <= start_count + 1;
	end
	else
	begin
		if(start_count)
			count <= count + 1;
		diode_change <= 0;
	end	
end
endmodule      
module main(
	input clk,
	input [7:0] sw,
	input [3:0] IR,
	input [2:0] IPS,
	input [3:0] DIS,
	input OC,
	input sw_ON,
	input FREQ,
	output [3:0] an,
	output [6:0] seg,
	output [3:0] IN,
	output [1:0] EN,
	output [1:0] CS,
	output SERVO,
	output MAGNET
);
wire speed;	 
wire [11:0] motor_duty = sw[3:0] * 255;	 
wire s_pulse;	 
wire [18:0] s_duty;
wire [18:0] period;	 
wire [18:0] clear;   
wire [7:0] RGB_percentage;	 
wire [18:0] color_period;	 
wire [2:0] color_state;		 
wire servo_state;            
wire servo_done;             
wire [1:0] dist_state;       
wire [1:0] MSM_state;
wire [1:0] IR_state;
wire [1:0] proximity;
pwm #(12,4095)
motors(
	.clk (clk),
	.width (motor_duty),
	.pulse (speed)
);
pwm #(21,2000000)
servo_pwm(
	.clk (clk),
	.width (s_duty),
	.pulse (s_pulse)
);
IPS_sensors pathfinding(
 	.clk(clk),
	.IPS (IPS),
	.IN (IN)
);
sevenSeg disp(
	.clk (clk),
	.an (an),
	.seg (seg),
	.MSM (MSM_state),
	.color (color_state),
	.IR (IR)
);
mainStateMachine main_stateMachine(
	.clk (clk),
	.sw_ON (sw_ON),
	.pulse (speed),
	.EN (EN),
	.dist_state (dist_state),
	.proximity (proximity),
	.IR_state (IR_state),
	.servo_done (servo_done),
	.servo_state (servo_state),
	.servo_EN (servo_EN),
	.state (MSM_state)
);
Distance_sensor distance_stateMachine(
.clk (clk),
.DIS (DIS),
.proximity (proximity),
.dist_state (dist_state)
);
IR_instructions IR_stateMachine(
	.clk (clk),
	.IR (IR),
	.color (color_state),
	.IR_state (IR_state)
);
servo servo_stateMachine(
	.clk (clk),
	.servo_flag (servo_state),
	.s_duty (s_duty),
	.s_pulse (s_pulse),
	.enable_servo (servo_EN),
	.move_flag (servo_done),
	.SERVO (SERVO),
	.MAGNET (MAGNET)
);
freq_counter frequency_Counter(
	.clk (clk),
	.freq (FREQ),
	.frequency (period),
	.diode_change (diode_change)
);
planB altColor(
	.clk (clk),
	.sw (sw[6:4]),
	.proximity (proximity[1:0]),
	.color (color_state)
);
calc_perc normalizer(
	.clk (clk),
	.reset (normalizer_reset),
	.numerator (color_period),
	.denominator (clear),
	.enable (normalizer_EN),
	.done (normalizer_done),
	.percent (RGB_percentage)
);
endmodule
module planB(
input clk,
input [2:0] sw,
input [1:0] proximity,
output reg [2:0] color
);
reg [1:0] count;
always @ (posedge clk)
begin
	count <= (|proximity[1:0]) ? count + 1 : count;
	case(sw[2:0])
	3'b100:  
	begin
		case(count)
		0: color <= 3'b000;
		1: color <= 3'b100;
		2: color <= 3'b010;
		3: color <= 3'b001;
		endcase
	end
	3'b110:  
	begin
		case(count)
		0: color <= 3'b000;
		1: color <= 3'b100;
		2: color <= 3'b001;
		3: color <= 3'b010;
		endcase
		end
	3'b010:  
	begin
		case(count)
		0: color <= 3'b000;
		1: color <= 3'b010;
		2: color <= 3'b100;
		3: color <= 3'b001;
		endcase
	end	
	3'b011:  
	begin
		case(count)
		0: color <= 3'b000;
		1: color <= 3'b010;
		2: color <= 3'b001;
		3: color <= 3'b100;
		endcase
	end
	3'b101:  
	begin
		case(count)
		0: color <= 3'b000;
		1: color <= 3'b001;
		2: color <= 3'b100;
		3: color <= 3'b010;
		endcase
	end		
	3'b001:  
	begin
		case(count)
		0: color <= 3'b000;
		1: color <= 3'b001;
		2: color <= 3'b010;
		3: color <= 3'b100;
		endcase
	end	
	endcase
end
endmodule
module pwm #(parameter SIZE = 12, PERIOD = 4095)
(input clk,
input [SIZE-1:0] width,
output reg pulse);
reg [SIZE-1:0] count;
initial
	begin
		count <=0;
		pulse <= 0;
	end
always @ (posedge clk)
	begin
		count <= (count < PERIOD) ? count + 1 : 0;
		pulse <= (count < width) ? 1 : 0;
	end
endmodule
module servo(
input clk,
input servo_flag,
output MAGNET,
output reg [18:0] s_duty,
output reg move_flag,
output SERVO,
input s_pulse,
input enable_servo
);
reg [9:0] count = 0;
assign SERVO = s_pulse;
reg [1:0] move_flag_reset = 0;
reg [1:0] mode;
reg [1:0] servoFlag;
reg magnetEnable;
reg moveFlag;
reg servoFlagPrev = 0;
assign MAGNET = magnetEnable;
always @(posedge clk)
begin
	if(servoFlagPrev == 0 && enable_servo == 1)
	begin
		if(servo_flag)
		begin
			mode = 2'b10;
		end
		else
		begin
			mode = 2'b01;
		end
	end
	servoFlagPrev = enable_servo;
	if(move_flag == 1)
	begin		
	if(move_flag_reset == 3)
		begin
			move_flag = 0;
			move_flag_reset = 0;
		end
		else
			move_flag_reset = move_flag_reset + 1;
	end
	if(enable_servo)
	begin
		count = count + 1;
		case(mode)
			2'b01: 
			begin
				if(~moveFlag)
				begin
					magnetEnable = 1;
					servoFlag = 2'b10;
				end
				else
				begin
					moveFlag = 0;
					magnetEnable = 0;
					mode = 2'b00;
				end
			end
			2'b10: 
			begin
				if(~moveFlag)
				begin
					magnetEnable = 1;
					servoFlag = 2'b01;
				end
				else
				begin
					moveFlag = 0;
					mode = 2'b00;
				end
			end
			2'b00: 
			begin
				if(~moveFlag)
					servoFlag = 2'b00;
				else
				begin
					moveFlag = 0;
					magnetEnable = 0;
				end
			end
		endcase
		if(count == 0 && enable_servo)
		begin
			case(servoFlag)
				2'b00:  
				begin
					if (s_duty < 164500 || s_duty > 165500)
					begin
						if(s_duty < 165000)
							s_duty = s_duty + 1;
						if(s_duty > 165000)
							s_duty = s_duty -1;
					end
					else 
					begin
						move_flag = 1;
						moveFlag = 1;
					end
				end
				2'b01:  
				begin
					if (s_duty > 72000)
						s_duty = s_duty -1;
					else 
						moveFlag = 1;
				end
				2'b10:  
				begin
					if (s_duty < 253000)
						s_duty = s_duty + 1;
					else 
						moveFlag = 1;
				end
			endcase
		end
	end
end
endmodule
==> /design/flow/run.sh <==
#!/bin/bash
# OpenROAD 26Q1-2900-gdf79404cd8, Yosys 0.63+post, stock flow scripts
make -C /OpenROAD-flow-scripts/flow DESIGN_CONFIG=/design/flow/config.mk WORK_HOME=/design/flow/orfs finish
==> /design/flow/config.mk <==
export PLATFORM = sky130hd
export DESIGN_NAME = main
export DESIGN_NICKNAME = main
export VERILOG_FILES = /design/flow/design.v
export SDC_FILE = /design/flow/constraint.sdc
export NUM_CORES = 4
export LEC_CHECK = 1
export CORE_UTILIZATION = 50
==> /design/flow/constraint.sdc <==
current_design main

set clk_period 7.1
set clk_io_pct 0.2

create_clock -name clk0 -period $clk_period [get_ports {clk}]

set non_clock_inputs [all_inputs -no_clocks]
set_input_delay [expr $clk_period * $clk_io_pct] -clock clk0 $non_clock_inputs
set_output_delay [expr $clk_period * $clk_io_pct] -clock clk0 [all_outputs]
==> report_table.html <==
<!-- implementation run metrics -->
<table>
<tr><th>Metric</th><th>Value</th></tr>
<tr><th colspan="2">Place</th></tr>
<tr><td>Routability cong.</td><td>0.9526</td></tr>
<tr><td>Cell total after placement</td><td>1,227</td></tr>
<tr><td>Tally of buffers added on design ports</td><td>38</td></tr>
<tr><td>Post-DP HPWL</td><td>14,800 um</td></tr>
<tr><th colspan="2">Synth</th></tr>
<tr><td>Distinct cells, synth</td><td>84</td></tr>
<tr><td>Mapped Avg Cell Area</td><td>8.552 um^2</td></tr>
<tr><td>Yosys cell count</td><td>1,007</td></tr>
<tr><td>Number of warning messages in the yosys log</td><td>19</td></tr>
<tr><td>Synthesized flop and latch total</td><td>119</td></tr>
<tr><td>Portion of the post-synthesis area used by sequential elements</td><td>32.20%</td></tr>
<tr><td>Number of enable flip-flop cells</td><td>39</td></tr>
<tr><td>Share of flip-flops with an asynchronous set or reset after synthesis</td><td>0%</td></tr>
<tr><td>Cell count after synthesis</td><td>1,007</td></tr>
<tr><td>Area reported by Yosys stat</td><td>8612 um^2</td></tr>
<tr><td>Commonest register cell after synthesis</td><td>dfxtp_1</td></tr>
<tr><td>Netlist Area Pre-Place</td><td>8612 um^2</td></tr>
<tr><th colspan="2">Worst setup path</th></tr>
<tr><td>Kind of cell with the highest combined delay on the critical path</td><td>adder cells</td></tr>
<tr><td>Crit start category</td><td>input port</td></tr>
<tr><td>Startpoint of the worst-slack reg-to-reg timing path</td><td>servo_stateMachine.s_duty[0]$_DFFE_PP_</td></tr>
<tr><td>Worst R2R Path Depth</td><td>9</td></tr>
<tr><td>Cells along the critical path</td><td>clkdlybuf4s50_1 -&gt; fa_1 -&gt; fa_1 -&gt; ha_1 -&gt; a21o_1 -&gt; a21oi_1 -&gt; nor2b_1 -&gt; nor2_1 -&gt; nor2_1 -&gt; o21ai_0 -&gt; nand2_1 -&gt; a21oi_1 -&gt; xor2_1 -&gt; ha_1 -&gt; a21o_1 -&gt; a31oi_1</td></tr>
<tr><td>Setup slack, reg-to-reg</td><td>2.81 ns</td></tr>
<tr><td>Peak fanout along the critical path</td><td>5</td></tr>
<tr><td>Data required time of the critical path</td><td>7.44 ns</td></tr>
<tr><td>Data arrival time at the worst-slack endpoint</td><td>5.24 ns</td></tr>
<tr><td>Reg-to-reg endpoint</td><td>servo_stateMachine.s_duty[5]$_DFFE_PP_</td></tr>
<tr><td>CP endpoint kind</td><td>flip-flop</td></tr>
<tr><td>Crit path kind</td><td>in -&gt; reg</td></tr>
<tr><td>Sum of buffers and inverters on the critical path</td><td>1</td></tr>
<tr><td>Critical-path top delay cell</td><td>fa_1</td></tr>
<tr><td>Highest cell delay on the worst timing path</td><td>0.69 ns</td></tr>
<tr><th colspan="2">Power and ir drop</th></tr>
<tr><td>Part of the total power dissipated in combinational logic</td><td>28.2%</td></tr>
<tr><td>Static leakage</td><td>3.873 nW</td></tr>
<tr><td>Power density over cell area</td><td>233.3 nW/um^2</td></tr>
<tr><td>Switching share of power</td><td>33.68%</td></tr>
<tr><td>Highest ir drop seen on vdd</td><td>0.0001711 V</td></tr>
<tr><td>Portion of total power attributed to sequential cells</td><td>34.9%</td></tr>
<tr><td>Fraction of power consumed by the clock network</td><td>36.9%</td></tr>
<tr><td>Int Power</td><td>1.502 mW</td></tr>
<tr><td>Switch Pwr</td><td>0.7625 mW</td></tr>
<tr><th colspan="2">Cells and area</th></tr>
<tr><td>Growth of design area from synthesis to finish</td><td>12.68%</td></tr>
<tr><td>Final core utilization</td><td>58.11%</td></tr>
<tr><td>Final std cells w/o fill</td><td>1,259</td></tr>
<tr><td>Layout filler cell count</td><td>1,514</td></tr>
<tr><td>Fraction of layout cells with a size suffix above 1</td><td>7.218%</td></tr>
<tr><td>Dominant logic cell types in the final layout</td><td>nor2_1, nand2_1, dfxtp_1</td></tr>
<tr><td>Most instantiated logic cell after routing</td><td>nor2_1</td></tr>
<tr><th colspan="2">Min path</th></tr>
<tr><td>Hold path startpoint</td><td>disp.instruction[1]$_DFF_P_</td></tr>
<tr><td>Hold path cells</td><td>0</td></tr>
<tr><td>End point of the most critical hold path</td><td>disp.last[1]$_DFF_P_</td></tr>
<tr><td>Hold Path Class</td><td>reg -&gt; reg</td></tr>
<tr><th colspan="2">Global routing</th></tr>
<tr><td>Vias in the first global route</td><td>6,951</td></tr>
<tr><td>GRT Residual Overflow</td><td>0</td></tr>
<tr><td>Global Route Usage Sum</td><td>24.66%</td></tr>
<tr><td>Number of antenna violations at the first check in global routing</td><td>0</td></tr>
<tr><td>First-pass GRT wire length</td><td>34,300 um</td></tr>
<tr><td>Largest net degree at the start of global routing</td><td>38</td></tr>
<tr><th colspan="2">CTS</th></tr>
<tr><td>Cells resized by post-CTS repair</td><td>0</td></tr>
<tr><td>Clk Latency, worst-skew pair</td><td>0.42 ns</td></tr>
<tr><td>Number of sinks handled by clock tree synthesis</td><td>119</td></tr>
<tr><td>Maximum level of the CTS H-tree</td><td>4</td></tr>
<tr><td>Number of hold buffers added after cts</td><td>0</td></tr>
<tr><td>TritonCTS clock tree</td><td>done</td></tr>
<tr><td>Post-CTS clock slew at the launch and capture registers of the worst setup and hold paths</td><td>0.06 ns</td></tr>
<tr><td>Clk buf depth</td><td>2</td></tr>
<tr><td>Number of buffers inserted during clock tree synthesis</td><td>17</td></tr>
<tr><td>Number of post-CTS setup repair buffers</td><td>0</td></tr>
<tr><td>Root Buffer</td><td>clkbuf_16</td></tr>
<tr><th colspan="2">Timing</th></tr>
<tr><td>Worst relative slew slack</td><td>46.27%</td></tr>
<tr><td>Max Slew Vio Count</td><td>0</td></tr>
<tr><td>Total of endpoints with negative setup slack in the final report</td><td>0</td></tr>
<tr><td>Final critical delay including setup and external delays</td><td>4.895 ns</td></tr>
<tr><td>Slew @ Worst Pin</td><td>0.7986 ns</td></tr>
<tr><td>Hold violation count in the final report</td><td>0</td></tr>
<tr><td>RSZ-0062 raised after global routing</td><td>no</td></tr>
<tr><td>Period utilisation layout</td><td>68.95%</td></tr>
<tr><td>Final TNS setup</td><td>0 ns</td></tr>
<tr><td>Maximum operating frequency</td><td>204.3 MHz</td></tr>
<tr><td>Clk_skew</td><td>0.009784 ns</td></tr>
<tr><th colspan="2">Drt</th></tr>
<tr><td>Per-cell via count in the routed design</td><td>5.885</td></tr>
<tr><td>Per-cell routed wire length</td><td>16.29 um</td></tr>
<tr><td>Count of unresolved DRC violations after routing</td><td>0</td></tr>
<tr><td>Number of search-and-repair iterations in the first detailed-routing pass</td><td>5</td></tr>
<tr><td>DRT iter0 DRCs</td><td>400</td></tr>
<tr><td>Diode insertion count for antenna repair</td><td>0</td></tr>
<tr><td>Vias post-DR</td><td>7,409</td></tr>
<tr><td>Number of nets still failing antenna checks after routing</td><td>0</td></tr>
<tr><td>Total wire length</td><td>20,510 um</td></tr>
<tr><th colspan="2">Floorplan</th></tr>
<tr><td>Floorplan Core Area</td><td>16,700 um^2</td></tr>
<tr><td>Initial cell density of the core</td><td>51.57%</td></tr>
<tr><td>FP Rows</td><td>47</td></tr>
<tr><td>Die span in x</td><td>133.2 um</td></tr>
<tr><td>Die outline height</td><td>133.2 um</td></tr>
<tr><td>Total die size</td><td>17,750 um^2</td></tr>
<tr><td>Number of I/O pins</td><td>44</td></tr>
<tr><th colspan="2">Job</th></tr>
<tr><td>OpenROAD warning count</td><td>46</td></tr>
<tr><td>Max-cap viol count</td><td>0</td></tr>
<tr><th colspan="2">Status</th></tr>
<tr><td>Result of the run</td><td>finished clean</td></tr>
</table>
==> flip-flops by register name (all words and copies together) (netlist names), 2 cells and up <==
name                                  cells
IR_stateMachine.IR_state                  2
IR_stateMachine.instruction               2
IR_stateMachine.last                      2
altColor.color                            3
altColor.count                            2
disp.count                               19
disp.instruction                          2
disp.last                                 2
distance_stateMachine.proximity_last      2
main_stateMachine.state                   2
motors.count                             12
pathfinding.IN_Last                       4
servo_pwm.count                          21
servo_stateMachine.count                 10
servo_stateMachine.mode                   2
servo_stateMachine.move_flag_reset        2
servo_stateMachine.s_duty                19
servo_stateMachine.servoFlag              2
==> worst reg2reg max path, cell delays in order, from the launching register on <==
cell and delay, ns:
edfxtp_1 0.64, ha_1 0.38, and3_1 0.36, nand2_2 0.20, or4_1 0.53, o21ai_0 0.57, nor4_4 0.18, o21a_1 0.36
or4b_1 0.59, a31o_1 0.23
==> layer usage <==
layer | up-vias | share of wire (%) | global-route usage [%]
li1 | 3723 | - | -
met1 | 3402 | 46 | 36.88
met2 | 229 | 45 | 37.88
met3 | 55 | 5.0 | 3.574
met4 | 0 | 3.8 | 8.333
met5 | - | 0 | 0
==> layout make-up <==
type / count / area, um^2 / area share [%]
repair buffers: 48 / 455.4 / 4.693
inverters: 69 / 259.0 / 2.669
clock buffers: 18 / 450.4 / 4.642
flip-flops and latches: 119 / 2773 / 28.57
well taps: 220 / 275.3 / 2.837
multi-input cells: 771 / 5368 / 55.31
clock inverters: 14 / 123.9 / 1.276
==> cells in the mapped netlist, types with 5 or more instances <==
library cell | instances | area share (%)
a211oi_1 | 14 | 1.2
a21o_1 | 20 | 1.7
a21oi_1 | 57 | 3.3
a221oi_1 | 10 | 1.0
a31o_2 | 6 | 0.61
a31oi_1 | 13 | 0.94
and2_1 | 6 | 0.44
and3_1 | 19 | 1.4
and4_1 | 8 | 0.81
buf_2 | 10 | 0.58
buf_4 | 6 | 0.52
clkbuf_1 | 31 | 1.4
dfxtp_1 | 80 | 19
edfxtp_1 | 39 | 14
fa_1 | 6 | 1.4
ha_1 | 66 | 9.6
inv_1 | 66 | 2.9
mux2i_1 | 6 | 0.70
nand2_1 | 82 | 3.6
nand2b_1 | 7 | 0.51
nand3_1 | 47 | 2.7
nand4_1 | 19 | 1.4
nor2_1 | 89 | 3.9
nor2b_1 | 9 | 0.65
nor3_1 | 30 | 1.7
nor4_1 | 9 | 0.65
o211ai_1 | 5 | 0.44
o21a_1 | 10 | 0.87
o21ai_0 | 33 | 1.9
o221a_2 | 7 | 0.92
o22ai_1 | 5 | 0.36
o31ai_1 | 12 | 1.0
or3_1 | 15 | 1.1
xnor2_1 | 49 | 5.0
xor2_1 | 32 | 3.3
==> per-stage QoR <==
step / worst slack [ns] / area [um^2] / power (mW) / hold WS, ns
after floorplan: 2.577 / 8616 / 1.278 / 0.3601
after global placement: 1.790 / 9130 / 1.442 / 0.3819
after detailed placement: 1.745 / 9130 / 1.438 / 0.3859
after CTS: 2.182 / 9704 / 2.284 / 0.3904
after global routing: 1.854 / 9704 / 2.395 / 0.3997
final: 2.205 / 9704 / 2.264 / 0.3901
==> worst max path at each step <==
stage                  from              endpoint  slack (ns)  depth (start not counted)
final                 sw[1]  motors.pulse$_DFF_P_        2.20                         16
after global routing  sw[1]  motors.pulse$_DFF_P_        1.85                         16
after CTS             sw[1]  motors.pulse$_DFF_P_        2.18                         16
==> power by group through the flow <==
stage / registers [mW] / clock network, mW / logic, mW
CTS: 0.791 / 0.856 / 0.637
global route: 0.795 / 0.883 / 0.718
finish: 0.791 / 0.835 / 0.638
==> cell families (layout without fill, tap and decap cells) <==
group	count (synthesis)	in the layout	synth area share [%]
AND-OR/OR-AND	244	244	20.35
XOR/XNOR	81	81	8.238
adder cells (fa/ha/maj)	72	72	10.98
buffers and inverters	118	149	5.637
flip-flops	119	119	32.20
multiplexers	9	9	1.220
other	1	2	0.04354
AND/OR/NAND/NOR	363	363	21.33
Power figures rest on the tool's default switching activity, not on a simulated workload.
