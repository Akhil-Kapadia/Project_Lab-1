### ./run.sh
#!/bin/bash
# OpenROAD 26Q1-2900-gdf79404cd8, Yosys 0.63+post, stock flow scripts
make -C /OpenROAD-flow-scripts/flow DESIGN_CONFIG=/design/flow/config.mk WORK_HOME=/design/flow/orfs finish
### ./config.mk
export PLATFORM = sky130hd
export DESIGN_NAME = color_sensor
export DESIGN_NICKNAME = color_sensor
export VERILOG_FILES = /design/flow/design.v
export SDC_FILE = /design/flow/constraint.sdc
export NUM_CORES = 4
export LEC_CHECK = 1
export CORE_UTILIZATION = 30
### ./constraint.sdc
current_design color_sensor

set clk_period 2.5
set clk_io_pct 0.2

create_clock -name clk0 -period $clk_period [get_ports {clk}]

set non_clock_inputs [all_inputs -no_clocks]
set_input_delay [expr $clk_period * $clk_io_pct] -clock clk0 $non_clock_inputs
set_output_delay [expr $clk_period * $clk_io_pct] -clock clk0 [all_outputs]
### ./design.v
module color_sensor(
	input clk,
	input [18:0] frequency,
	input [7:0] color,
	input calc_done,
	input diode_change,
	output [1:0] CS,
	output reg calc_EN,
	output reg calc_reset,
	output reg [18:0] clear,
	output reg [18:0] color_raw,
	output reg [2:0] color_detected,
output reg [7:0] red,
output reg [7:0] green,
output reg [7:0] blue
);      
reg [1:0] S;
reg enable;
reg done;
reg [1:0] count ;
parameter RESET = 0;
parameter DETECTING = 1;
initial begin
    S = 2;
	clear = 1;
	color_raw = 1;
	red <= 0;
	green <= 0;
	blue <= 0;
	color_detected <= 0;
end
initial S = 2;
assign CS = S;
always @ (posedge clk)
  begin  
  case(enable)
  1: begin
    if(diode_change)
		  case (S)
            0: begin	 
					color_raw <= frequency;		 
					calc_EN <= 1;				 
					calc_reset <= 0; 
					S <= 2'b01;
				end
            1: begin	 
					color_raw <= frequency;		 
					calc_EN <= 1;				 
					calc_reset <= 0;
					S <= 2'b11;
			   end
            2: begin     
					clear <= frequency; 
					S <= 2'b00;
			   end
            3: begin     
					color_raw <= frequency;		 
					calc_EN <= 1;				 
					calc_reset <= 0;
					S <= 2'b10;
				end
          endcase
	end
	0: begin
       S <= 2;
       red <= 0;
       green <= 0;
       blue <= 0;
	   end
    endcase
		if(calc_done)
		begin
			case(S)
			0:begin red <= color; end
			1:begin
			     green <= color;
			  end
			2: begin
			   end
			3: begin 
			     blue <= color;
			     count <= count + 1;
			   end
			endcase
			calc_EN <=0;
			calc_reset <= 1;
		end
       if((red>0) && (green >0) && (blue>0))
		begin  
			if((red > blue ) && (red > green))	 
				color_detected <= 3'b100;
			if((green > blue) && (green > red))	 
				color_detected <= 3'b010;
			if((blue > green) && (blue > red))	 
				color_detected <= 3'b001;	
			enable <= 0;
		end
		else enable <= 1;
  end		
endmodule	
==> out/notes.md <==
The run finished with clean final reports. In the final report, the number of pins over their slew limit comes to 0. The tools report the endpoint kind of the worst setup timing path as a register.

The clock sink total was 70; the proportion of total power due to net switching was 0.3640. Across all setup checks in the final design, the least slack found is 157.9 ps. Per STA, the highest per-stage delay on the worst path measures 420 ps. Summed over all failing endpoints, the final setup total negative slack is 0 ps. The report shows a maximum critical-path fanout of 3. The number of endpoints with negative hold slack in the final report is 0. The tools report the initial antenna violation count as 0. The post-detailed-route wirelength per cell works out to 14.16 um. The worst setup skew after layout came out at 12.63 ps. The tools report the portion of total power attributed to sequential cells as 0.346. The combinational power share was 0.503; the share of synthesized cell area in and-or and or-and compound cells was 0.09154. The first global-routing pass estimated 11.61 mm of wire. The tools report the number of filler instances in the final layout as 897. The final period utilization is 0.9368.

The total global-route track usage came out at 0.1564. Per the post-CTS timing run, clock transition at the registers of the reported paths is 90 ps. From bottom edge to top edge, the die measures 100.3 um. The worst register-to-register path has a depth of 8.

After legalization and detailed placement, the total HPWL measured 5.480 mm. Synthesis handed over a netlist of 256 instances. The post-synthesis cell area was 2898 sq um. For the total die size, the log shows 10060 sq um.

The tools report the routability-driven placement congestion ratio as 0.8760. In this run the most critical hold path is launched from calc_EN. In this run, the number of DRC markers left after iteration 0 of detailed routing was 100. Post-layout minimum cycle time: 2342 ps. The floorplan has 35 rows.

For the worst-case headroom to the max-slew limit, the log shows 0.7697. Setup repair after global routing left no endpoint under its margin. Data on the critical path arrives at its endpoint at 2390 ps. The initial cell density of the core came out at 0.3121.

STA shows the worst min-delay path finishing at calc_EN. The run gives 350 ps as the clock network latency to the later pin of the worst-skew pair. The largest net degree at the start of global routing came out at 25. The most common logic cells in the final layout are sky130_fd_sc_hd__clkdlybuf4s50_1 (98), sky130_fd_sc_hd__nand2_1 (57), sky130_fd_sc_hd__edfxtp_1 (43). Dividing total power by cell area gives a power density of 1286 nW/um^2. For the worst setup path, the data required time is 2550 ps. In this run the tool buffered the top-level ports with 98 buffer cells. Based on the critical path, the design can be clocked at up to 427.0 MHz. The adder and majority cell fraction of the synthesized area came out at 0.1036. The OpenROAD warning count was 25; the power after layout was 5.615 mW. The analysis reports a worst IR drop on VDD of 0.0006208 V. The number of register bits inferred by synthesis works out to 70. Setup violations remaining at the end of the flow were counted as 0.

TritonCTS built the clock tree. Before antenna repair, the detailed router went through 4 iterations. The clock root buffer is sky130_fd_sc_hd__clkbuf_8. For reference, the most critical setup path is categorized as reg -> reg. TritonCTS created 9 clock buffers. The report lists the cells along the critical path as inv_1, ha_1, nor2b_4, o211ai_2, a21oi_1, a211o_1, or3_1, a31oi_2. The clock passes through at most 2 buffers. In this run the power spent charging and discharging nets is 2.044 mW. The layout report lists the multi-input gate area as 969.7 sq um. The total wirelength of the detailed-routed design is 7.278 mm, and the post-synthesis area per instance is 11.32 sq um. For the number of global-route vias before repair, the log shows 2207. Critical path's slowest cell: sky130_fd_sc_hd__or3_1.

The ratio of cells with drive above 1 in the final layout is 0.1117. Detailed routing inserted a total of 2280 vias. The layout-stage area growth over the synthesis result is 50.65%, and the number of unique standard cell types used by synthesis is 27. The count of nets left with antenna violations once routing finished came out at 0. The share of cell area taken by muxes after synthesis is 0, and the total number of H-tree levels is 3. Per the GRT congestion report, total overflow comes to 0. Portion of total power attributed to the clock network: 0.150. TritonRoute reported its final design rule violation total as 0.

Worst path buffer plus inverter count: 1. The endpoint identified for the worst register-to-register timing path is color_detected[1]. The tightest min-delay check is of the reg -> reg type. The die is 100.3 um wide.

The synthesized netlist was found by Yosys to have 256 cells. Of the combinational cells, the family taking the most area is simple AND/OR/NAND/NOR gates. The tools report the count of yosys warnings during synthesis as 1. Cell internal power was estimated by the tool at 3.571 mW. The setup slack at placement was 89.63 ps. The worst-case reg-to-reg setup slack stands at 160 ps. After clock tree synthesis, the setup repair step added 0 buffers. The tools report the area of the synthesized netlist per yosys stat as 2898 sq um.

Along the worst hold path, the cell count comes to 2. The region available for standard cell placement spans 9284 sq um. Summing all flip-flop and latch instances after layout gives 1832 sq um.

In this run the count of I/O pins placed on the die edge is 99. Most used logic cell in the final layout: sky130_fd_sc_hd__clkdlybuf4s50_1. The tally of max-capacitance violations was 0; the slew at the pin with the worst max-slew slack was 344.8 ps. Summed over all cells, the static leakage comes to 1.655 nW. The portion of the post-synthesis area used by sequential elements is 0.6321. The tools report the beginning of the worst register-to-register path as green[1]. The run gives 0.1364 for the area fraction in and, or, nand and nor cells. Per the detail_route report, vias per standard cell equal 4.436. With the parity-gate share of the synthesized area counting xor and xnor cells at 0, the antenna diode instance count is 0.

Family with the most delay on the worst path: AND-OR/OR-AND gates. The worst setup path is launched from a register.
[routing by layer]
layer / track usage / part of all wire / vias up
li1: - / - / 1158
met1: 0.2701 / 0.50 / 1043
met2: 0.2160 / 0.43 / 77
met3: 0.03399 / 0.062 / 2
met4: 0.01784 / 0.0052 / 0
met5: 0 / 0 / -
[what timing repair did]
action	4_1_cts	5_1_grt
setup endpoints to repair	0	3
hold buffers	0	0
gates resized	0	1
[worst max path at each step]
stage	from	to	slack, ps	depth (start not counted)
finish	green[1]	color_detected[1]	160	8
CTS	green[1]	color_detected[2]	90	8
global route	green[1]	color_detected[1]	40	8
[cell usage after synthesis]
cell type	count	area, sq um
sky130_fd_sc_hd__ha_1	24	300.3
sky130_fd_sc_hd__clkbuf_1	6	22.52
sky130_fd_sc_hd__o211ai_2	1	12.51
sky130_fd_sc_hd__nand4_1	5	31.28
sky130_fd_sc_hd__a31oi_1	1	6.260
sky130_fd_sc_hd__nand2_2	1	6.260
sky130_fd_sc_hd__nor2b_4	1	13.76
sky130_fd_sc_hd__nand2_1	57	214.0
sky130_fd_sc_hd__o21ai_0	25	125.1
sky130_fd_sc_hd__nor2b_1	2	12.51
sky130_fd_sc_hd__o21a_1	1	7.510
sky130_fd_sc_hd__a211oi_1	2	15.01
sky130_fd_sc_hd__nand3_1	3	15.01
sky130_fd_sc_hd__nor3b_1	1	7.510
sky130_fd_sc_hd__a21oi_1	9	45.04
sky130_fd_sc_hd__a211o_1	1	8.760
sky130_fd_sc_hd__inv_1	22	82.58
sky130_fd_sc_hd__dfxtp_1	27	540.5
sky130_fd_sc_hd__nand2b_1	2	12.51
sky130_fd_sc_hd__nor4_1	6	37.54
sky130_fd_sc_hd__or3_1	1	6.260
sky130_fd_sc_hd__o211ai_1	3	22.52
sky130_fd_sc_hd__a21o_1	1	7.510
sky130_fd_sc_hd__edfxtp_1	43	1291
sky130_fd_sc_hd__nor2_1	9	33.78
sky130_fd_sc_hd__nor3_1	1	5.000
sky130_fd_sc_hd__a2111oi_2	1	15.01
[worst min-delay path, stage by stage, from the launching register on]
cell and delay, ps:
sky130_fd_sc_hd__dfxtp_1 320, sky130_fd_sc_hd__inv_1 50, sky130_fd_sc_hd__a21oi_1 50
[kinds of logic (layout without fill, tap and decap cells)]
family / after synthesis / count (layout)
DFF: 70 / 70
adders and majority gates: 24 / 24
buffers and inverters: 28 / 157
AOI/OAI and AO/OA: 45 / 45
and+or+nand+nor: 89 / 89
[state kept, by name, indices dropped and copies added (netlist names)]
name            cells
S                   2
blue                8
calc_EN             1
calc_reset          1
clear              19
color_detected      3
color_raw          19
enable              1
green               8
red                 8
[cell type report]
type	instances	share of cell area
tap	129	0.03697
timing repair buffer	119	0.2608
clock buffer	9	0.02837
sequential	70	0.4196
multi-input combinational	158	0.2221
inverter	22	0.01892
clock inverter	7	0.01318
[power groups by stage]
stage         registers [mW]  logic (mW)  clock network (mW)
CTS                     1.95        2.80               0.882
global route            1.99        3.21               0.931
finish                  1.95        2.82               0.845
[metrics by stage]
| step | hold WS (ps) | util | area, sq um | instances |
|---|---|---|---|---|
| floorplan | 402.8 | - | 2898 | 256 |
| finish | 456.8 | 0.4702 | 4365 | 514 |
| detailed placement | 444.0 | 0.4500 | 4178 | 498 |
| CTS | 460.0 | 0.4695 | 4359 | 514 |
| global route | 481.2 | 0.4702 | 4365 | 514 |
| global placement | 442.2 | 0.4500 | 4178 | 498 |
No activity file was given, so power comes from the tool's default toggle rates.
